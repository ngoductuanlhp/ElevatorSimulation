===== ./design.v =====
module Octal_1_demux_4(in,select,out0,out1,out2,out3);
input [7:0]in;
input [1:0]select;
output reg [7:0]out0;
output reg [7:0]out1;
output reg [7:0]out2;
output reg [7:0]out3;
always@*
begin
case(select)
2'b00:begin
out0=in;
out1=8'b00000000;
out2=8'b00000000;
out3=8'b00000000;
	end
2'b01:
begin
out0=8'b00000000;
out1=in;
out2=8'b00000000;
out3=8'b00000000;
end
2'b10:
begin
out0=8'b00000000;
out1=8'b00000000;
out2=in;
out3=8'b00000000;
end
2'b11:
begin
out0=8'b00000000;
out1=8'b00000000;
out2=8'b00000000;
out3=in;
end
endcase
end
endmodule

===== ./run.sh =====
#!/bin/bash
# OpenROAD 26Q1-2900-gdf79404cd8, Yosys 0.63+post, stock flow scripts
make -C /OpenROAD-flow-scripts/flow DESIGN_CONFIG=/design/flow/config.mk WORK_HOME=/design/flow/orfs finish

===== ./config.mk =====
export PLATFORM = sky130hd
export DESIGN_NAME = Octal_1_demux_4
export DESIGN_NICKNAME = Octal_1_demux_4
export VERILOG_FILES = /design/flow/design.v
export SDC_FILE = /design/flow/constraint.sdc
export NUM_CORES = 4
export LEC_CHECK = 1
export CORE_AREA = 10 10 70 70
export DIE_AREA = 0 0 80 80

===== ./constraint.sdc =====
current_design Octal_1_demux_4

set clk_period 1.0
set clk_io_pct 0.2

create_clock -name clk0 -period $clk_period

set non_clock_inputs [all_inputs -no_clocks]
set_input_delay [expr $clk_period * $clk_io_pct] -clock clk0 $non_clock_inputs
set_output_delay [expr $clk_period * $clk_io_pct] -clock clk0 [all_outputs]

==> flow_summary.json <==
{
  "drc_errors": 0,
  "grt_start_max_net_pins": 9,
  "cp_data_arrival_time_ns": 0.87,
  "critPathMostFrequentCell": "buf_12",
  "core_um2": 3420,
  "ios": 42,
  "finalSetupViolations": 22,
  "required_ns": 0.80,
  "yosysTopAreaCellShare": 0.383,
  "flop-count": 0,
  "worstHoldStart": "in[2]",
  "top_cells_by_count": "and3b_1, and3_1, nor3b_1, buf_6, and3b_2",
  "cp-start-kind": "primary input",
  "fin_ws_ns": -0.0658,
  "avgSynthCellArea_um2": 8.43,
  "drt_first_pass_iters": 2,
  "num_rows": 21,
  "areaGrowthSynthToFinish_pct": 255,
  "die_area_um2": 6400,
  "yosysTopAreaCell": "and3b_1",
  "yosysUniqueCellTypes": 5,
  "cpPeakStageDelay_ns": 0.21,
  "insertedDiodeCount": 0,
  "most_common_cell": "and3b_1",
  "tightestPinTransition_ns": 0.132,
  "min_delay_path_depth": 3,
  "syn_inst": 38,
  "warnings": 34,
  "grt_pass1_wl_mm": 3.39,
  "regArea_um2": 0,
  "clkbuf_count": 0,
  "viasPerCell": 3.75,
  "fa_ha_area_frac": 0,
  "layoutNonFillerInstCount": 149,
  "drtIter0Drc": 7,
  "slew_violations": 0,
  "mux_area_frac": 0,
  "gp_congestion": 0.700,
  "grt_util_all_layers": 0.0663,
  "powerDensity_nw_per_um2": 354,
  "post-route-util": 0.333,
  "grt_pass1_vias": 590,
  "ctsHoldBuffers": 0,
  "endpoint_kind": "output port",
  "yosys_warnings": 1,
  "antenna_left": 0,
  "ys_chip_area_um2": 320,
  "fin_hold_ws_ns": 0.736,
  "drv_cap": 0,
  "simple_gate_area_frac": 0.789,
  "floorplan.core_util": 0.0938,
  "min_to": "out0[2]",
  "vias": 559,
  "violations": "negative setup slack",
  "die_h_um": 80,
  "report.power.total_w": 0.000403,
  "hp-class": "primary input to output port",
  "die_w_um": 80,
  "port_buffers": 42,
  "postSynthSeqShare": 0,
  "wl_mm": 2.25,
  "wl_per_cell_um": 15.1,
  "synth_stat.cells": 38,
  "post-dp-hpwl_mm": 1.28,
  "slew_headroom": 0.912,
  "outcome": "complete, but fails checks",
  "ys_sh_aoi": 0,
  "critPathKind": "primary input to output port",
  "ys_top_cells_by_area": "and3b_1, buf_6, nor3b_1",
  "ys_sh_xor": 0,
  "rsz0062_at_grt": "true",
  "netlist_area_um2": 320,
  "ir_drop_v": 0.000170,
  "path_max_fanout": 7,
  "antenna_found_initial": 0,
  "grt-ovfl-total": 0,
  "drive_above_1_share": 0.835,
  "logic_family": "simple AND/OR/NAND/NOR gates",
  "finalHoldViolCount": 0,
  "placed_cells": 125,
  "power.leakage_nw": 0.616,
  "cp_slowest_cell": "and3b_2",
  "nFillCells": 372,
  "critical_path.cell_chain": "buf_12 > buf_12 > buf_6 > and3b_2 > buf_2",
  "fin_crit_ns": 1.07,
  "fmax_mhz": 938,
  "fin_crit_sh": 1.07
}
per-layer routing:
layer	GRT usage	share of wire
met5	0	0
met4	0	0
met3	0.0193	0.097
met2	0.117	0.49
met1	0.0817	0.41
how the worst max path moves through the flow:
stage,startpoint,to
6_report,select[0],out2[0]
5_1_grt,select[1],out0[6]
4_1_cts,select[1],out0[0]
cells in the final DEF (no fill, tap or decap), drive strengths merged:
master         netlist  layout
buf                  6      64
clkdlybuf4s15        0       6
and3b               16      16
and3                 8       8
clkbuf               0       1
nor3b                8       8
final cells by class:
class / count / area [um2] / share of cell area
Tap cell: 46 / 57.6 / 0.0505
Multi-Input combinational cell: 32 / 339 / 0.298
Timing Repair Buffer: 71 / 742 / 0.652
cell families (layout without fill, tap and decap cells):
family        Yosys count  count (layout)
simple gates           32              32
buf+inv                 6              71
power by group:
part	switching, W	internal (W)
logic	0.000122	0.000281
clock network	0	0
registers	0	0
worst max-delay path, delay by kind of cell:
| family | cells | cell delay, ns |
|---|---|---|
| and+or+nand+nor | 1 | 0.21 |
| buffers and inverters | 4 | 0.45 |
per-stage QoR:
| step | setup WS, ns | setup TNS [ns] | area, um2 |
|---|---|---|---|
| after floorplan | 0.333 | 0 | 320 |
| after global placement | -0.758 | -22.83 | 793 |
| after detailed placement | -0.777 | -23.09 | 793 |
| after CTS | -0.0846 | -0.872 | 1100 |
| after global routing | -0.112 | -1.43 | 1140 |
| final | -0.0658 | -0.797 | 1140 |
what timing repair did:
action / 4_1_cts / 5_1_grt
cloned: 6 / 0
setup buffers: 17 / 1
gates resized: 175 / 10
pin swaps: 10 / 6
endpoints found under the setup margin: 32 / 24
Power is estimated from default activity; no workload was simulated.
