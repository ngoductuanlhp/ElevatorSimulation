File: ./run.sh
#!/bin/bash
# OpenROAD 26Q1-2900-gdf79404cd8, Yosys 0.63+post, stock flow scripts
make -C /OpenROAD-flow-scripts/flow DESIGN_CONFIG=/design/flow/config.mk WORK_HOME=/design/flow/orfs finish
File: ./config.mk
export PLATFORM = sky130hd
export DESIGN_NAME = CounterStageBin
export DESIGN_NICKNAME = CounterStageBin
export VERILOG_FILES = /design/flow/design.v
export SDC_FILE = /design/flow/constraint.sdc
export NUM_CORES = 4
export LEC_CHECK = 1
export CORE_AREA = 10 10 71 71
export DIE_AREA = 0 0 81 81
File: ./constraint.sdc
current_design CounterStageBin

set clk_period 3.4
set clk_io_pct 0.2

create_clock -name clk0 -period $clk_period [get_ports {clk}]

set non_clock_inputs [all_inputs -no_clocks]
set_input_delay [expr $clk_period * $clk_io_pct] -clock clk0 $non_clock_inputs
set_output_delay [expr $clk_period * $clk_io_pct] -clock clk0 [all_outputs]
File: ./design.v
module CounterStageBin(clk,EN,DU,S0,S1);
input clk;
input EN,DU;
reg [6:0]Q;
output [3:0]S0,S1;
initial Q=7'b0000001;
always @(posedge clk)
begin
if((EN==0)&&(DU==0)) Q<=Q+1;
if((EN==0)&&(DU==1)) Q<=Q-1;
end
changetoBCD ChangetoBCD(Q[6],Q[5],Q[4],Q[3],Q[2],Q[1],Q[0],S0,S1);
endmodule
module adder4bits_single(A3,A2,A1,A0,B3,B2,B1,B0,sum3,sum2,sum1,sum0);
input A3,A2,A1,A0;
input B3,B2,B1,B0;
output sum3,sum2,sum1,sum0;
wire c0,c1,c2;
fulladder2 add1(.A(A0),.B(B0),.sum(sum0),.c_in(0),.c_out(c0));
fulladder2 add2(.A(A1),.B(B1),.sum(sum1),.c_in(c0),.c_out(c1));
fulladder2 add3(.A(A2),.B(B2),.sum(sum2),.c_in(c1),.c_out(c2));
fulladder2 add4(.A(A3),.B(B3),.sum(sum3),.c_in(c2),.c_out(x));
endmodule
module changetoBCD(A6,A5,A4,A3,A2,A1,A0,D0,D1);
output [3:0]D0;
output [3:0]D1;
input A6,A5,A4,A3,A2,A1,A0;
wire [3:0]g0;
wire [3:0]g1;
wire [3:0]g2;
wire [3:0]g3;
wire [2:0]w0;
wire [2:0]w1;
wire [2:0]w2;
wire x=1'b0;
assign g0[3]=1'b0;
assign g0[2]=1'b0;
assign g0[1]=(x|(A6&(A5|A4)));
assign g0[0]=g0[1];
adder4bits_single ADDS0(x,A6,A5,A4,g0[3],g0[2],g0[1],g0[0],D1[3],w0[2],w0[1],w0[0]);
assign g1[3]=1'b0;
assign g1[2]=1'b0;
assign g1[1]=(w0[2]|w0[1]&(w0[0]|A3));
assign g1[0]=g1[1];
adder4bits_single ADDS1(w0[2],w0[1],w0[0],A3,g1[3],g1[2],g1[1],g1[0],D1[2],w1[2],w1[1],w1[0]);
assign g2[3]=1'b0;
assign g2[2]=1'b0;
assign g2[1]=(w1[2]|w1[1]&(w1[0]|A2));
assign g2[0]=g2[1];
adder4bits_single ADDS2(w1[2],w1[1],w1[0],A2,g2[3],g2[2],g2[1],g2[0],D1[1],w2[2],w2[1],w2[0]);
assign g3[3]=1'b0;
assign g3[2]=1'b0;
assign g3[1]=(w2[2]|w2[1]&(w2[0]|A1));
assign g3[0]=g3[1];
adder4bits_single ADDS3(w2[2],w2[1],w2[0],A1,g3[3],g3[2],g3[1],g3[0],D1[0],D0[3],D0[2],D0[1]);
assign D0[0]=A0;
endmodule
module fulladder2(A,B,c_in,sum,c_out);
input A,B,c_in;
output sum,c_out;
wire w1,w2,w3;
halfadder HA1(.A(A),.B(B),.sum(w1),.c_out(w2));
halfadder HA2(.A(c_in),.B(w1),.sum(sum),.c_out(w3));
or IC7432(c_out,w2,w3);
endmodule
module halfadder(A,B,sum,c_out);
input A,B;
output sum,c_out;
xor IC7486(sum,A,B);
and IC7408(c_out,A,B);
endmodule
==> out/metrics.cfg <==
[worst_setup_path]
reg2reg_to = Q[6]
worstPathArrival_ps = 4160
crit_path_start = Q[6]
crit_top_cell = ha_4
critPathMaxFanout = 4
crit-reg2reg-launch = Q[2]
r2r_setup_slack_ps = 1720
critPathSlowestCell = edfxtp_1
path_cells = nand2_1, mux2i_1, ha_2, nand2b_4, ha_4, nand2b_4, ha_4, fa_2, ha_4, nand2b_4, ha_4, fa_2, ha_4, nand2b_4, buf_4, fa_2, ha_4, xor2_1, buf_2
worst-r2r-cell-count = 5
worst_setup_path_start_kind = flop
critPathCaptureType = primary output
path_class = flop to primary output
required_ps = 2720
slowest_delay_ps = 410

[final_layout]
regMostFlops = Q
drive_gt1_frac = 0.480
design_area_sq_mm = 0.00118
syn2layout_area_growth_pct = 52.2
finish.utilization = 0.324
fin_cells = 146
largest_register_ffs = 7
reg.largest.list = Q (7)

[final_timing]
setup_violations = 5
fin_skew_ps = 2.05
worst_slack_ps = -1440
finalHoldViolCount = 0
finalClockPeriodUsage = 1.42
fmax_ghz = 0.206
maxSlewViolCount = 0
tightest_slew_ps = 346
period_needed_ps = 4840
grt_setup_unrepaired = true
slew_headroom = 0.767

[worst_hold_path]
min_to = Q[0]
min-delay-start = Q[0]
min_path_cells = 1
hp-class = flop to flop

[route]
num_vias = 569
ant_nets = 0
drt_iter0_drc = 9
wl_per_cell_um = 9.60
antenna_cells = 0
drtPass1Iterations = 3
drc = 0
wl_um = 1400
vias_per_cell = 3.90

[synth]
ys_seq_frac = 0.271
yosys_warnings = 3
syn_inst = 72
ys_cells = 72
syn-cell-area_sq_um = 774
top_area_frac = 0.271
ys_types = 19
ys_chip_area_sq_um = 774
top_area_cell = edfxtp_1
area_leaders = edfxtp_1 (27%), ha_1 (21%), fa_1 (10%)
ys_ff = 7
syn_area_per_cell_sq_um = 10.8

[cts]
cts_buffers = 3
clock_latency_ps = 220
clk_pin_slew_worst_paths_ps = 40
cts.sink_count = 7
holdBufCountCts = 0
cts_buffer_depth = 2
h-tree-depth = 1
root_buffer = clkbuf_8
cts_tree = yes

[place]
finalWeightedCongestion = 0.734
placed_area_sq_mm = 0.00113
port_buffers = 10
place_inst = 139
dp_hpwl_um = 1220

[die]
fp_util = 0.213
ioPinCount = 11
die_area_sq_mm = 0.00656
row_count = 22
coreArea_sq_mm = 0.00363
die_w_um = 81
die_h_um = 81

[status]
outcome = finished with violations
violations = setup timing

[run]
warnings = 28
drv_cap = 0

[grt]
grt_pass1_wl_um = 2460
grt_pass1_vias = 595
grt_max_degree = 9
grt_antenna_before_repair = 0
grt.total_usage = 0.0440
grt.overflow.total = 0

repair_timing:
action | CTS | global route
setup buffers | 3 | 0
endpoints found under the setup margin | 6 | 5
pin swaps | 14 | 3
gates resized | 17 | 1
critical path: cells and delay by family (launching register included):
| family | cells | cell delay [ps] |
|---|---|---|
| AND/OR/NAND/NOR | 5 | 690 |
| XOR/XNOR | 1 | 130 |
| buffers and inverters | 2 | 250 |
| adder cells (fa/ha/maj) | 10 | 2410 |
| multiplexers | 1 | 80 |
| flip-flops | 1 | 410 |
logic make-up (layout without fill, tap and decap cells):
family / after synthesis / in the layout / share of synthesized area
flip-flops: 7 / 7 / 0.271
buffers and inverters: 15 / 41 / 0.111
AND-OR/OR-AND: 15 / 15 / 0.129
XOR/XNOR: 9 / 9 / 0.102
adder cells (fa/ha/maj): 17 / 17 / 0.313
AND/OR/NAND/NOR: 7 / 7 / 0.0468
multiplexers: 2 / 2 / 0.0258
synthesized netlist by cell type, drive strengths merged:
library cell / count
ha: 13
nand2b: 4
xnor2: 6
edfxtp: 7
buf: 8
a21oi: 4
o21bai: 1
a21o: 2
inv: 7
fa: 4
xor2: 3
nand2: 3
o211ai: 1
mux2i: 2
o21ai: 5
a211oi: 2
per-layer routing:
layer  vias to the layer above  global-route usage  routed length, um
met5                         -                   0                  0
met2                         6              0.0756                695
met1                       267              0.0602                658
met3                         2                   0                 22
li1                        294                   -                  -
met4                         0              0.0121                 25
stage by stage:
stage | hold WS [ps] | setup slack (ps) | setup TNS [ps]
2_1_floorplan | 628 | -1360 | -5030
3_3_place_gp | 662 | -1650 | -6540
3_5_place_dp | 671 | -1700 | -6740
4_1_cts | 680 | -1590 | -6190
5_1_grt | 701 | -1640 | -6470
6_report | 683 | -1440 | -5560
layout by cell type (no fill, tap or decap), types with 2 or more instances in the layout:
cell type / netlist / layout
a21oi_1: 3 / 3
buf_2: 0 / 5
buf_4: 8 / 19
clkbuf_8: 0 / 3
clkdlybuf4s50_1: 0 / 4
edfxtp_1: 7 / 7
fa_2: 0 / 3
ha_1: 13 / 5
ha_4: 0 / 7
inv_1: 7 / 7
mux2i_1: 2 / 2
nand2_1: 3 / 3
nand2b_4: 0 / 4
o21ai_0: 5 / 4
xnor2_1: 6 / 6
xor2_1: 3 / 3
cell type report:
type | count | area [sq um]
Multi-Input combinational cell | 50 | 609
Sequential cell | 7 | 210
Tap cell | 48 | 60.1
Clock buffer | 4 | 45.0
Timing Repair Buffer | 30 | 228
Fill cell | 373 | 2450
Inverter | 7 | 26.3
worst max-delay path by stage:
stage,endpoint,slack [ps]
after global routing,S1[0],-1640
final,S1[0],-1440
after CTS,S1[0],-1590
