### run.sh
#!/bin/bash
# OpenROAD 26Q1-2900-gdf79404cd8, Yosys 0.63+post, stock flow scripts
make -C /OpenROAD-flow-scripts/flow DESIGN_CONFIG=/design/flow/config.mk WORK_HOME=/design/flow/orfs finish
### config.mk
export PLATFORM = sky130hd
export DESIGN_NAME = CounterStage1
export DESIGN_NICKNAME = CounterStage1
export VERILOG_FILES = /design/flow/design.v
export SDC_FILE = /design/flow/constraint.sdc
export NUM_CORES = 4
export LEC_CHECK = 1
export CORE_AREA = 10 10 72 72
export DIE_AREA = 0 0 82 82
### constraint.sdc
current_design CounterStage1

set clk_period 1.7
set clk_io_pct 0.2

create_clock -name clk0 -period $clk_period [get_ports {clk}]

set non_clock_inputs [all_inputs -no_clocks]
set_input_delay [expr $clk_period * $clk_io_pct] -clock clk0 $non_clock_inputs
set_output_delay [expr $clk_period * $clk_io_pct] -clock clk0 [all_outputs]
### design.v
module CounterStage1(EN,DU,clk,q,q1);
input EN,DU,clk;
output reg [3:0]q;
output reg [3:0]q1;
always @(negedge clk)
begin
	if (EN==0 & DU==0)
		begin
		if (q==4'b1001) q<=4'b0000;
		else  q<=q+1; 
		end
	if (EN==0 & DU==1)
		begin
		if (q==4'b0000) q<=4'b1001;
		else  q<=q-1; 
		end
end
wire CLOCK2;
assign CLOCK2=(~DU&q[3]&q[0])|(DU&~q[0]&~q[1]&~q[2]&~q[3]);
always @(negedge CLOCK2)
begin
	if (EN==0 & DU==0)
		begin
		if (q1==4'b1001) q1<=4'b0000;
		else  q1<=q1+1; 
		end
	if (EN==0 & DU==1)
		begin
		if (q1==4'b0000) q1<=4'b1001;
		else  q1<=q1-1; 
		end
end
endmodule
==> flow_summary.toml <==
# flow metrics
[floorplanning]
die_y_um = 82
rows = 22
chip_area_sq_um = 6720
die_x_um = 82
initial_core_util = 0.152
core_sq_um = 3690
ios = 11

[detailed_routing]
dr.pass1.iters = 4
vias_per_cell = 4.17
wire_per_inst_um = 10.2
drtIter0Drc = 57
antenna_cells = 0
drtAntennaViolNets = 0
drc = 0
wl_mm = 1.35
vias = 551

[synth]
avgSynthCellArea_sq_um = 9.04
syn_area_sq_um = 561
synth_warnings = 1
ys_seq_frac = 0.429
ys_types = 26
synth_cells = 62
yosys_cells = 62
ys_seq_elements = 8
ys_chip_area_sq_um = 561

[clock_tree]
htree_levels = 1
clk_pin_slew_ns = 0.03
numCtsBuffers = 3
cts_tree = "done"
cts.path.max_buffers = 2
hold_buffers = 0
root_buffer = "clkbuf_8"
clock_latency_ns = 0.28

[worst_setup_path]
cp_top_family = "flip-flops"
critPathBufInv = 1
max_stage_delay_ns = 0.37
r2r_start = "q[1]"
cp.required_ns = 1.36
endpoint_kind = "output pin"
r2r-end = "q[3]"
rrSetupSlack_ns = 0.28
critPathLaunchType = "register"
worst-path-max-fanout = 2
worstSetupPathType = "register to output pin"
crit_slowest_cell = "edfxtp_1"
worstPathArrival_ns = 1.63
r2r_cells = 5
crit_chain = "buf_2"

[finish]
syn_to_final_growth_pct = 48.4
regArea_sq_um = 240
logic_area_sq_um = 295
utilization = 0.226
fillCellCount = 408
drive_above_1_share = 0.286

[place]
gp_congestion = 0.835
port_buffers = 10
dp_hpwl_um = 943

[grt]
grtUsageTotal = 0.0436
grt_max_degree = 11
grt_pass1_vias = 554
antenna_found_initial = 0
grt-ovfl-total = 0
grt_pass1_wl_mm = 2.42

[pwr]
ir_drop_mv = 0.420
p_leak_uw = 0.000342
power.density_nw_per_um2 = 652

[outcome]
violations = "setup timing"
status = "finished, violations left"

[job]
max_cap_violations = 0
warnings = 32

[worst_hold_path]
hold-path-cell-count = 3
holdCritStartpoint = "q[3]"
hold_path_class = "register to register"
min_to = "q[3]"

[final_timing]
drv_slew = 0
unclocked_regs = 4
setup_viol = 6
hold_ws_ns = 0.681
max_slew.worst_pin.slew_ns = 0.460
hold_violations = 0
max-slew-margin-rel = 0.690
rsz0062_at_grt = "yes"
fin_skew_ns = 0.00365
untimed_endpoints = 12
finalWorstSetupSlack_ns = -0.268
-- where the power goes --
part	total [uW]	internal, uW	switching (uW)
Clock	230	164	66.0
Combinational	160	82.4	77.6
Sequential	152	141	11.2
-- cell usage after synthesis --
library cell / instances / share of area
nor4_1: 2 / 0.022
a21oi_1: 7 / 0.062
a221oi_1: 1 / 0.016
o221ai_1: 1 / 0.016
o22ai_1: 1 / 0.011
nand3_1: 3 / 0.027
nor3_1: 2 / 0.018
buf_2: 3 / 0.027
a31oi_1: 1 / 0.011
or3_1: 2 / 0.022
o311ai_0: 1 / 0.016
mux2i_1: 1 / 0.018
nand4b_1: 1 / 0.016
nand2_1: 3 / 0.020
nand2b_1: 2 / 0.022
buf_6: 2 / 0.040
nor2_1: 4 / 0.027
o211ai_1: 1 / 0.013
nor3_2: 1 / 0.018
edfxtp_1: 8 / 0.43
o21ai_0: 3 / 0.027
inv_1: 6 / 0.040
o21ai_1: 1 / 0.0089
xnor2_1: 2 / 0.031
and2_1: 1 / 0.011
xor2_1: 2 / 0.031
-- cell usage in the layout (no fill, tap or decap), types with 2 or more instances in the layout --
| master | instances |
|---|---|
| buf_4 | 10 |
| inv_1 | 9 |
| edfxtp_1 | 8 |
| a21oi_1 | 7 |
| nor2_1 | 4 |
| buf_2 | 4 |
| clkdlybuf4s50_1 | 4 |
| nand3_1 | 3 |
| nand2_1 | 3 |
| o21ai_1 | 3 |
| clkbuf_8 | 3 |
| nand2b_4 | 2 |
| or3_1 | 2 |
| xor2_1 | 2 |
| nor3_1 | 2 |
| nor4_1 | 2 |
-- worst max-delay path by stage --
stage     start   end  depth (start not counted)
4_1_cts    q[2]  q[2]                          1
5_1_grt    q[3]  q[3]                          1
6_report   q[1]  q[1]                          1
-- through the flow --
| stage | instance area, sq um | setup TNS (ns) | power, uW | cells | setup slack (ns) |
|---|---|---|---|---|---|
| 2_1_floorplan | 568 | -0.963 | 255 | 62 | -0.381 |
| 3_3_place_gp | 743 | -5.05 | 315 | 122 | -0.738 |
| 3_5_place_dp | 743 | -5.05 | 318 | 122 | -0.754 |
| 4_1_cts | 828 | -1.15 | 551 | 132 | -0.286 |
| 5_1_grt | 832 | -1.38 | 597 | 132 | -0.333 |
| 6_report | 832 | -1.09 | 542 | 132 | -0.268 |
-- cells by family after synthesis --
| family | Yosys count | share of synthesized area |
|---|---|---|
| xor gates and xnor gates | 4 | 0.0625 |
| muxes | 1 | 0.0179 |
| buffers and inverters | 11 | 0.107 |
| and+or+nand+nor | 21 | 0.203 |
| AOI/OAI and AO/OA | 17 | 0.181 |
| DFF | 8 | 0.429 |
-- sequential cells by signal, indices dropped and copies added, names as in the netlist --
name,flops
q1,4
q,4
-- area by class of cell --
type / instances / area share
Multi-Input combinational cell: 44 / 0.355
Sequential cell: 8 / 0.289
Timing Repair Buffer: 20 / 0.194
Tap cell: 48 / 0.0722
Clock buffer: 3 / 0.0496
Inverter: 5 / 0.0226
Clock inverter: 4 / 0.0180
-- routing by layer --
layer	GRT usage	routed length [um]
met5	0	0
met1	0.0554	641
met2	0.0643	580
met4	0.00680	0
met3	0.0253	130
-- what timing repair did --
action / CTS / global route
pin swaps: 2 / 2
gates cloned: 1 / 0
endpoints found under the setup margin: 11 / 7
gates resized: 27 / 2
buffers inserted: 3 / 0
-- worst register-to-register path, stage by stage, from the launching register on --
cell and delay (ns):
edfxtp_1 0.37, buf_4 0.14, buf_4 0.16, nor4_1 0.45
o21ai_1 0.10, nand2_1 0.07
Power is estimated from default activity; no workload was simulated.
